**/design/flow/constraint.sdc**
```tcl
current_design debounce3

set clk_period 1.6
set clk_io_pct 0.2

create_clock -name clk0 -period $clk_period [get_ports {Clk}]

set non_clock_inputs [all_inputs -no_clocks]
set_input_delay [expr $clk_period * $clk_io_pct] -clock clk0 $non_clock_inputs
set_output_delay [expr $clk_period * $clk_io_pct] -clock clk0 [all_outputs]
```
**/design/flow/design.v**
```verilog
module FSM_pv(input KEY0, SW0, SW1, SW2, SW3, SW4, output logic [6:0] HEX0, HEX1, HEX2, HEX3, output logic [6:0] LED_SW);
logic [7:0] Message [4:0];
logic [2:0] state;
logic [1:0] Z;
assign LED_SW [4:0] = {SW4, SW3, SW2, SW1, SW0};
assign LED_SW [6:5] = Z;
FSM F1 (KEY0, SW0, SW1, SW2, SW3, SW4, state, Z);
ASCII27Seg SevH3 (Message[3], HEX3);
ASCII27Seg SevH2 (Message[2], HEX2);
ASCII27Seg SevH1 (Message[1], HEX1);
ASCII27Seg SevH0 (Message[0], HEX0);
always_comb
	 begin		
		Message[3] = "P";
		Message[2] = "a";
		Message[1] = "r";
		Message[0] = "t";
		case (state)
			3'b000 : begin
				Message[3] = "P";
				Message[2] = "a";
				Message[1] = "r";
				Message[0] = "t";
				end
			3'b001 : begin
				Message[3] = "S";
				Message[2] = "_";
				Message[1] = "0";
				Message[0] = "1";
				end
			3'b010 : begin
				Message[3] = "S";
				Message[2] = "_";
				Message[1] = "0";
				Message[0] = "2";
				end
			3'b011 : begin
				Message[3] = "S";
				Message[2] = "_";
				Message[1] = "0";
				Message[0] = "3";
				end
			3'b100 : begin
				Message[3] = "S";
				Message[2] = "_";
				Message[1] = "0";
				Message[0] = "4";
				end	
			default : begin
				Message[3] = "P";
				Message[2] = "a";
				Message[1] = "r";
				Message[0] = "t";
				end
		endcase
	end
endmodule
module FSM(input key0, sw0, sw1, sw2, sw3, sw4, output logic [2:0] state, output logic [1:0] Z);
localparam S0 = 3'b000, S1 = 3'b001, S2 = 3'b010, S3 = 3'b011, S4 = 3'b100;
logic [2:0] next_state;
always_ff @ (posedge key0)
	begin
		if (sw0)
			state <= S0;
		else
			state <= next_state;
	end
always_comb 
	begin
		next_state = state;
		Z = 2'b01;
		case(state)
			S0 : begin
					Z = 2'b01;
					if (sw2) 
						next_state = S1;
					else if (sw3)
						next_state = S3;
				end
			S1 : begin Z = 2'b10; next_state = (sw1) ? S2 : S1; end
			S2 : begin
					Z = 2'b00;
					if (sw1) 
						next_state = S1;
					else if (sw4)
						next_state = S3;
				end
			S3 : begin
					Z = 00;
					if (sw3) 
						next_state = S4;
					else if (sw1)
						next_state = S1;
				end
			S4 : begin Z = 2'b11; next_state = (sw1) ? S1 : S4; end
			default : begin next_state = S0; Z = 2'b01; end
		endcase
	end
endmodule
module debounce3 #(parameter cntSize = 8)
( 
input reset,
input Clk,
input PB,
output logic pulse
);
logic [cntSize-1:0] cnt;
always_ff @(posedge Clk)
	if (reset)
		cnt <= {cntSize{1'b0}};
	else
		begin
			cnt <= {cnt[cntSize-2:0], PB};
			if ( &cnt )		pulse <= 1'b1;
			else if (~|cnt) pulse <= 1'b0;
		end
endmodule
```
**/design/flow/run.sh**
```bash
#!/bin/bash
# OpenROAD 26Q1-2900-gdf79404cd8, Yosys 0.63+post, stock flow scripts
make -C /OpenROAD-flow-scripts/flow DESIGN_CONFIG=/design/flow/config.mk WORK_HOME=/design/flow/orfs finish
```
**/design/flow/config.mk**
```make
export PLATFORM = sky130hd
export DESIGN_NAME = debounce3
export DESIGN_NICKNAME = debounce3
export VERILOG_FILES = /design/flow/design.v
export SDC_FILE = /design/flow/constraint.sdc
export NUM_CORES = 4
export LEC_CHECK = 1
export CORE_AREA = 10 10 70 70
export DIE_AREA = 0 0 80 80
```
==> results.cfg <==
; flow metrics
[status]
status = finished clean

[setup_path]
cp_slowest_stage_delay_ns = 0.49
crit_fanout = 1
path_class = flip-flop to output pin
startpoint_type = flip-flop
crit_path_end_kind = output pin
worstPathArrival_ns = 1.08
crit_chain = clkdlybuf4s50_1
path_buffers = 1
worstPathRequired_ns = 1.28
cp_top_family = buffers and inverters
slowest_stage = clkdlybuf4s50_1

[logic_synthesis]
synthCells = 25
synthDistinctLibCells = 10
ys_cells = 25
ys_ff = 9
synth_area_sq_um = 294.0
yosysWarnings = 1
yosys_area_sq_um = 294.0
ys_seq_share_pct = 64.68
avgSynthCellArea_sq_um = 11.76

[layout]
layoutNonFillerInstCount = 79
drive_above_1_share_pct = 18.18
fin_area_sq_um = 415.4
flop_area_sq_um = 190.2
syn_to_final_growth_pct = 41.28
fill_cells = 399
logic_area_sq_um = 100.1
fin_util_pct = 12.16
lay_top_cells = nor2b_1 (8), dfxtp_1 (8), clkbuf_4 (3), clkdlybuf4s50_1 (3), nand4_1 (2)

[placed_design]
place_congestion = 0.7045
placed_area_sq_um = 389.1
io_buffers = 3
hpwl_um = 362.5
place_inst = 75

[pwr]
power_density_nw_per_um2 = 1035
vdd_drop_max_uv = 378.4
p_leak_uw = 0.0001458

[detailed_routing]
n_antenna_cell = 0
drt-initial-drc-count = 2
drt_first_pass_iters = 2
routed_wl_um = 482
ant_nets = 0
wl_per_cell_um = 6.101
vias_per_cell = 2.506
drc = 0
num_vias = 198

[timing]
timing.final.crit_share_pct = 87.68
setup_viol = 0
finalHoldViolations = 0
rsz0062_at_grt = no
slew_headroom_pct = 85.36
fin_crit_ns = 1.403
setup_tns_ns = 0
fmax_mhz = 712.8
fin_skew_ns = 0.003588
drv_slew = 0
tightest_slew_ns = 0.2176

[floorplan]
fp.dieH_um = 80
io_pins = 4
core_area_sq_um = 3416
num_rows = 21
initial_utilization_pct = 8.608
die-area_sq_um = 6400
die_x_um = 80

[clocking]
clock.latency.late_pin_ns = 0.26
postCtsSetupBuffers = 0
clockBufferDepth = 2
cts_buffers = 3
root_buffer = clkbuf_4
path_clk_slew_ns = 0.06
clock_sinks = 9
cts_resized = 0
postCtsHoldBufs = 0
cts_tree = done
htreeDepth = 1

[global_route]
grt.overflow.total = 0
grt_pass1_wl_um = 903
grtUsageTotal_pct = 1.653
grt_max_degree = 9
antenna_found_initial = 0
grt_pass1_vias = 235

[worst_hold_path]
min_path_type = flip-flop to flip-flop

[run]
cap_violations = 0
warnings = 25
-- layout make-up --
class	count	area share (%)
inverters	1	0.9036
multi-input cells	15	24.10
repair buffers	4	9.036
flip-flops and latches	9	45.78
clock buffers	4	6.325
well taps	46	13.86
-- metal layers --
metal / up-vias / global-route usage (%) / part of all wire [%] / wire length, um
met5: - / 0 / 0 / 0
met4: 0 / 0.8803 / 2.5 / 12
met3: 2 / 0.7955 / 8.5 / 41
met2: 8 / 2.327 / 39 / 188
met1: 89 / 2.026 / 50 / 240
li1: 99 / - / - / -
-- flip-flops by register name, summed over array words and instances (netlist names) --
signal / cells
pulse: 1
cnt: 8
-- cells by family (layout without fill, tap and decap cells) --
kind of cell           Yosys count  count (layout)  share of synthesized area, %
buffers and inverters            1               9                         1.275
AND/OR/NAND/NOR                 14              14                         31.06
AND-OR/OR-AND                    1               1                         2.979
flip-flops                       9               9                         64.68
-- path summary, 6_finish.rpt --
check	depth (start not counted)	slack (ns)	end	from
setup reg to reg	3	0.48	pulse	cnt[4]
hold / removal	1	0.48	cnt[7]	cnt[6]
hold reg to reg	1	0.48	cnt[7]	cnt[6]
setup / recovery	1	0.20	pulse	pulse
-- cell usage after synthesis --
cell      n  share of area, %
inv_1     1               1.3
a21oi_2   1               3.0
nand2_1   1               1.3
nor4_1    1               2.1
nand4_1   2               4.3
or2_1     1               2.1
nor4_2    1               4.3
nor2b_1   8                17
dfxtp_1   8                54
edfxtp_1  1                10
-- where the power goes --
group          internal, uW  switching (uW)
Sequential              233            3.63
Combinational          13.6            7.69
Clock                  95.9            75.7
Total                   343            87.0
-- stage by stage --
step | total power, uW | hold slack (ns) | setup WS, ns
finish | 429.8 | 0.4819 | 0.1971
global route | 445.7 | 0.5057 | 0.1489
CTS | 438.0 | 0.4864 | 0.1808
detailed placement | 263.3 | 0.4819 | 0.4376
global placement | 263.2 | 0.4732 | 0.4343
floorplan | 249.4 | 0.3916 | 0.5351
Power and IR drop assume default switching activity.
